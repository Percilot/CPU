**./run.sh**
```bash
#!/bin/bash
# OpenROAD 26Q1-2900-gdf79404cd8, Yosys 0.63+post, stock flow scripts
make -C /OpenROAD-flow-scripts/flow DESIGN_CONFIG=/design/flow/config.mk WORK_HOME=/design/flow/orfs finish
```
**./config.mk**
```make
export PLATFORM = sky130hd
export DESIGN_NAME = IO_Manager
export DESIGN_NICKNAME = IO_Manager
export VERILOG_FILES = /design/flow/design.v
export SDC_FILE = /design/flow/constraint.sdc
export NUM_CORES = 4
export LEC_CHECK = 1
export CORE_AREA = 10 10 259 259
export DIE_AREA = 0 0 269 269
```
**./constraint.sdc**
```tcl
current_design IO_Manager

set clk_period 5.9
set clk_io_pct 0.2

create_clock -name clk0 -period $clk_period [get_ports {clk}]

set non_clock_inputs [all_inputs -no_clocks]
set_input_delay [expr $clk_period * $clk_io_pct] -clock clk0 $non_clock_inputs
set_output_delay [expr $clk_period * $clk_io_pct] -clock clk0 [all_outputs]
```
**./design.v**
```verilog
`timescale 1ns / 1ps
module IO_Manager(
        input  logic        clk,
    input  logic        resetn,
    input  logic [31:0] address,
    input  logic [31:0] data_out,
    output logic [31:0] data_in,
    output logic        aresetn,
    output logic        step,
    output logic [31:0] chip_debug_in,
    input  logic [15:0] switch,
    input  logic [ 4:0] button,
    output logic [15:0] led,
    output logic [ 7:0] num_csn,
    output logic [ 7:0] num_an,
    output logic [ 2:0] rgb1,
    output logic [ 2:0] rgb2,
    input logic  [31:0] debug0,
    input logic  [31:0] debug1,
    input logic  [31:0] debug2,
    input logic  [31:0] debug3,
    input logic  [31:0] debug4,
    input logic  [31:0] debug5,
    input logic  [31:0] debug6,
    input logic  [31:0] debug7
);
    logic [31:0] clkn;
    counter counter_inst(clk, aresetn, clkn);
    logic [4:0] button_dbnc;
    logic [4:0] button_down, button_up, button_last;
    button_debouncer bd4(clk, button[4], button_dbnc[4]);
    button_debouncer bd3(clk, button[3], button_dbnc[3]);
    button_debouncer bd2(clk, button[2], button_dbnc[2]);
    button_debouncer bd1(clk, button[1], button_dbnc[1]);
    button_debouncer bd0(clk, button[0], button_dbnc[0]);
    always_ff @ (posedge clk) begin
        if (aresetn) begin
            button_down <= ~button_last &  button_dbnc;
            button_up   <=  button_last & ~button_dbnc;
            button_last <=  button_dbnc;
        end
        else begin
            button_down <=  32'b0;
            button_up   <=  32'b0;
            button_last <=  32'b0;
        end
    end
    assign chip_debug_in = {21'b0,switch[10:0]};
    logic reset_dbnc;
    logic reset_down, reset_up, reset_last;
    button_debouncer bdr(clk, ~resetn, reset_dbnc);
    logic debug = 1'b0;
    logic [39:0] reset_cnt;
    always_ff @ (posedge clk) begin
        if (aresetn) begin
            reset_down <= ~reset_last &  reset_dbnc;
            reset_up   <=  reset_last & ~reset_dbnc;
            reset_last <=  reset_dbnc;
            if (reset_down) begin
                reset_cnt <= 0;
                aresetn <= 1;
            end
            else if (reset_dbnc) begin
                if (reset_cnt >= 40'h0_010_000_000) begin
                    aresetn <= 0;
                end else
                    reset_cnt <= reset_cnt + 1;
            end
            else if (reset_up) begin
                if (reset_cnt < 40'h0_010_000_000) begin
                    debug <= ~debug;
                    reset_cnt <= 0;
                end
            end
        end
        else begin
            aresetn <= resetn;
            debug <= 1'b1;
            reset_down <= 0;
            reset_up <= 0;
            reset_last <= 0;
        end
    end
    logic step_wire = (~debug) | (debug & (button_up[0] | switch[15]));
    always_comb begin
        step <= step_wire;
    end
    logic [31:0] data_src;
    always_comb begin
        case (switch[14:12])
            3'b000: data_src <= debug0;
            3'b001: data_src <= debug1;
            3'b010: data_src <= debug2;
            3'b011: data_src <= debug3;
            3'b100: data_src <= debug4;
            3'b101: data_src <= debug5;
            3'b110: data_src <= debug6;
            3'b111: data_src <= debug7;
        endcase
    end
    logic [63:0] shape_dec;
    hex_to_shape h2s7(data_src[31:28], shape_dec[63:56]);
    hex_to_shape h2s6(data_src[27:24], shape_dec[55:48]);
    hex_to_shape h2s5(data_src[23:20], shape_dec[47:40]);
    hex_to_shape h2s4(data_src[19:16], shape_dec[39:32]);
    hex_to_shape h2s3(data_src[15:12], shape_dec[31:24]);
    hex_to_shape h2s2(data_src[11: 8], shape_dec[23:16]);
    hex_to_shape h2s1(data_src[ 7: 4], shape_dec[15: 8]);
    hex_to_shape h2s0(data_src[ 3: 0], shape_dec[ 7: 0]);
    logic [63:0] shape_src = {64'hffff_ffff_ffff_ffff};
    logic [63:0] shape = debug ? shape_dec : shape_src;
    segnum_manager sm(
        .clk(clkn[10]),
        .aresetn(aresetn),
        .shape(shape[63:0]),
        .num_csn(num_csn),
        .num_an(num_an)
    );
    assign led = switch;
    assign light = &clkn[12:10]; 
    assign rgb1 = {1'b0, {2{debug}}} & {3{light}};
    assign rgb2 = {3{~aresetn}} & {3{light}};
endmodule
module button_debouncer(
    input  logic  clk,
    input  logic  button,
    output logic  btn_dbnc
);
    logic [19:0] buffer = 0;
    always_ff @ (posedge clk) begin
        if (button) begin
            if (buffer == 20'hFFFFF)
                btn_dbnc <= 1'b1;
            else
                buffer += 20'h1;
        end
        else begin
            if (buffer == 20'h00000)
                btn_dbnc <= 1'b0;
            else
                buffer -= 20'h1;
        end
    end
endmodule
module hex_to_shape(
    input  logic [ 3:0] hex,
    output logic [ 7:0] shape
);
    always_comb begin
        case (hex)
            4'h0: shape <= 8'b11000000;
            4'h1: shape <= 8'b11111001;
            4'h2: shape <= 8'b10100100;
            4'h3: shape <= 8'b10110000;
            4'h4: shape <= 8'b10011001;
            4'h5: shape <= 8'b10010010;
            4'h6: shape <= 8'b10000010;
            4'h7: shape <= 8'b11111000;
            4'h8: shape <= 8'b10000000;
            4'h9: shape <= 8'b10010000;
            4'ha: shape <= 8'b10001000;
            4'hb: shape <= 8'b10000011;
            4'hc: shape <= 8'b10100111;
            4'hd: shape <= 8'b10100001;
            4'he: shape <= 8'b10000110;
            4'hf: shape <= 8'b10001110;
        endcase
    end
endmodule
module segnum_manager(
    input  logic        clk,
    input  logic        aresetn,
    input  logic [63:0] shape, 
    output logic [ 7:0] num_csn,
    output logic [ 7:0] num_an
);
    logic [7:0] state;
    assign num_an = state;
    always_ff @ (posedge clk) begin
        if (aresetn) begin
            case (state)
                8'b11111110: begin num_csn <= shape[15: 8]; state <= 8'b11111101; end  
                8'b11111101: begin num_csn <= shape[23:16]; state <= 8'b11111011; end
                8'b11111011: begin num_csn <= shape[31:24]; state <= 8'b11110111; end
                8'b11110111: begin num_csn <= shape[39:32]; state <= 8'b11101111; end
                8'b11101111: begin num_csn <= shape[47:40]; state <= 8'b11011111; end  
                8'b11011111: begin num_csn <= shape[55:48]; state <= 8'b10111111; end
                8'b10111111: begin num_csn <= shape[63:56]; state <= 8'b01111111; end
                8'b01111111: begin num_csn <= shape[ 7: 0]; state <= 8'b11111110; end
                default:     begin num_csn <= shape[ 7: 0]; state <= 8'b11111110; end
            endcase
        end else begin
            num_csn <= 8'b11000000;
            state <= 8'b00000000;
        end
    end
endmodule
module counter(
    input  logic clk,
    input  logic aresetn,
    output logic [31:0] clkn
);
    always_ff @ (posedge clk) begin
        if (aresetn)
            clkn <= clkn + 1;
        else
            clkn <= 0;
    end
endmodule
```
==> qor.csv <==
stage;metric;value;unit
outcome;outcome;finished clean;
setup_path;path_max_fanout;19;
cts;cts_tree;built;
timing;period_minus_slack;4240;ps
floorplanning;initCoreUtil;19.7;%
layout;layout.cells.non_filler;2420;
layout;syn_to_final_growth;28.9;%
floorplanning;io_pins;447;
synth;avgSynthCellArea;8.95;um2
timing;unconstrained_endpoints;30;
timing;finalCritPeriodShare;71.8;%
layout;drive_gt1_share;7.93;%
setup_path;r2r-end;bd0.buffer[19];
timing;slew_violations;0;
placed_design;hpwl;37100;um
hold_path;hold_start;reset_last;
synth;mux_share;10.2;%
global_routing;grt_pass1_wl;67000;um
timing;relSlewSlack;35.9;%
synth;synth_flop_count;117;
placed_design;io_buffers;288;
layout;finish.utilization;25.3;%
floorplanning;std_cell_rows;91;
pwr;leakagePower;5.85;nW
cts;cts_resized;0;
synth;ys_area;12100;um2
synth;yosys-stat-cells;1352;
floorplanning;fp.dieH;269;um
route;wl_met3;3590;um
timing;clock_skew;5.83;ps
setup_path;startpoint_type;input pin;
run;warning_count;134;
setup_path;reg2regPathDepth;9;
global_routing;grt_usage;12.4;%
setup_path;crit_start;button[0];
placed_design;placed_cell_area;15300;um2
timing;tns;0;ps
timing;setup_viol;0;
route;via_per_inst;4.55;
global_routing;grt_max_degree;71;
cts;path_clk_slew;70;ps
timing;holdWs;412;ps
cts;cts_setup_buffers;0;
synth;syn_inst;1352;
floorplanning;fp.dieW;269;um
timing;finalHoldViolCount;0;
placed_design;gp_congestion;0.936;
route;wl_met2;19500;um
route;wirelength_met1;21500;um
cts;insertion_delay;350;ps
synth;synth.cellmix.simpleShare;19.6;%
floorplanning;coreArea;61600;um2
synth;netlist_area;12100;um2
setup_path;cp.required;6000;ps
route;wl_per_cell;18.7;um
pwr;power_density;224;nW/um2
run;max_cap_viol_count;0;
synth;logic_family;simple AND/OR/NAND/NOR gates;
setup_path;rrSetupSlack;3090;ps
setup_path;critPathCaptureType;flip-flop;
route;wl;45200;um
cts;cts_made_buffers;9;
route;top_layer;met5;
pwr;ir_drop;0.158;mV
setup_path;arrival;4340;ps
global_routing;grt_overflow;0;
setup_path;reg2reg_from;bd0.buffer[1];
global_routing;grt_pass1_vias;10677;
layout;final_cell_area;15600;um2
synth;synth_cell_types;103;
setup_path;critPathKind;input pin to flip-flop;
floorplanning;dieArea;72400;um2
global_routing;antenna_found_initial;10;
synth;ff_type;edfxtp_1;
synth;async_flop_share;0;%
timing;rsz0062_at_grt;false;
cts;htreeDepth;3;
synth;edf_count;82;
synth;xor_area_share;5.57;%
timing;worstMarginPinSlew;934;ps
route;num_vias;11009;
hold_path;hold_path_class;flip-flop to flip-flop;
placed_design;placed_cells;2398;
route;drc;0;
route;ant_nets;0;
cts;hold_buffers;0;
synth;ys_warn_count;38;
timing;unclocked_regs;15;
route;drt_iter0_drc;717;
timing;fmax;236;MHz
layout;fillers;6489;
synth;ys_seq_share;26.1;%
synth;ys_sh_aoi;18.9;%
cts;root_buffer;clkbuf_16;
setup_path;crit_end;bd0.buffer[19];
synth;ys_sh_adder;9.22;%
cts;cts_buffer_depth;2;
route;drtPass1Iterations;5;
==> sequential cells by signal (all words and copies together) (netlist names), 7 cells and up <==
| register | count |
|---|---|
| bd0.buffer | 20 |
| reset_cnt | 40 |
| sm.state | 8 |
| bdr.buffer | 20 |
| counter_inst.clkn | 13 |
| sm.num_csn | 7 |
==> routing by layer <==
| metal | vias to the layer above | global-route usage [%] |
|---|---|---|
| met5 | - | 0 |
| met4 | 2 | 1.56 |
| met3 | 33 | 3.45 |
| met2 | 343 | 18.4 |
| met1 | 5292 | 18.2 |
| li1 | 5339 | - |
==> cell families after synthesis <==
group | after synthesis
simple gates | 459
compound gates | 317
buf+inv | 201
flops | 117
mux | 91
fa+ha+maj | 88
xor+xnor | 77
other cells | 2
==> stage by stage <==
stage,power (mW),worst slack (ps)
floorplan,2.44,2370
global placement,2.87,1320
detailed placement,2.90,1340
CTS,3.51,1710
global route,3.79,1400
finish,3.49,1660
==> layout make-up <==
cell class              instances  area, um2  share of cell area [%]
multi-input cells            1087       7900                    50.6
flip-flops and latches        117       3160                    20.3
repair buffers                303       2980                    19.1
well taps                     837       1050                    6.71
clock buffers                  10        250                    1.60
inverters                      54        205                    1.31
clock inverters                 6       48.8                   0.313
diodes                          6       15.0                  0.0962
==> cells in the mapped netlist (13+ instances only) <==
cell type	number	area [um2]
mux4_2	21	473
mux2_2	20	225
nor4_1	19	119
a21o_1	15	113
nand4_1	23	144
nand2_1	87	327
inv_1	48	180
dfxtp_1	35	701
xnor2_1	36	315
nor2_1	131	492
a31oi_1	13	81.3
ha_1	86	1080
o21ai_0	57	285
nor3_1	16	80.1
edfxtp_1	82	2460
mux2i_1	44	440
buf_4	94	706
o221ai_1	13	114
a221oi_1	14	123
nand2b_1	24	150
a21oi_1	69	345
nand3_1	40	200
nand3b_1	15	113
clkbuf_1	13	48.8
buf_2	26	130
or3_1	15	93.8
xor2_1	41	359
nor2b_1	21	131
and3_1	22	138
==> critical path: stages <==
cell and delay (ps):
clkdlybuf4s50_1 570, inv_1 370, ha_1 440, a21o_1 100
a21o_1 160, a211oi_1 110, o31ai_1 660, a211oi_1 220
o31ai_1 280, a21oi_1 110, xnor2_1 130
==> worst min-delay path by stage <==
stage,slack (ps),to,cells after the start
after CTS,410,reset_down,1
after global routing,430,reset_down,1
final,410,reset_down,1
==> power breakdown <==
group | internal, mW | total (mW) | switching, mW
Sequential | 1.03 | 1.17 | 0.135
Combinational | 0.835 | 1.73 | 0.895
Clock | 0.318 | 0.595 | 0.277
==> cells in the final DEF, fill, tap and decap left out, drive strengths merged, types with 24 or more instances in the layout <==
| cell | n |
|---|---|
| nand2b | 24 |
| o21ai | 63 |
| xnor2 | 36 |
| ha | 86 |
| nor2 | 133 |
| mux2i | 47 |
| edfxtp | 82 |
| nand3 | 40 |
| nand2 | 88 |
| a21oi | 71 |
| inv | 58 |
| xor2 | 41 |
| dfxtp | 35 |
| clkdlybuf4s50 | 285 |
| nand4 | 24 |
| conb | 55 |
Power figures rest on the tool's default switching activity, not on a simulated workload.
