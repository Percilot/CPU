`flow/design.v`:
```
`timescale 1ns / 1ps
module Bram(
input cpu_clk,
input rst,
input cache_ram_valid,
output reg bram_valid
    );
reg [3:0] ram_counter;
always @ (posedge cpu_clk or posedge rst)
begin
    if(rst)
    begin
        ram_counter <= 4'b0;
        bram_valid <= 1'b0;
    end
    else
    begin
        if(ram_counter != 4'b0 && ram_counter != 4'h8)
        begin
            ram_counter <= ram_counter + 4'b1;
            bram_valid <= 1'b0;
        end
        else if(ram_counter == 4'h8)
        begin
            ram_counter <= 4'b0;
            bram_valid <= 1'b1;
        end
        else if(cache_ram_valid)
        begin
            ram_counter <= 4'b1;
            bram_valid <= 1'b0;
        end
        else
        begin
            ram_counter <= 4'b0;
            bram_valid <= 1'b0;
        end
    end
end
endmodule
```
`flow/constraint.sdc`:
```
current_design Bram

set clk_period 1.8
set clk_io_pct 0.2

create_clock -name clk0 -period $clk_period [get_ports {cpu_clk}]

set non_clock_inputs [all_inputs -no_clocks]
set_input_delay [expr $clk_period * $clk_io_pct] -clock clk0 $non_clock_inputs
set_output_delay [expr $clk_period * $clk_io_pct] -clock clk0 [all_outputs]
```
`flow/run.sh`:
```
#!/bin/bash
# OpenROAD 26Q1-2900-gdf79404cd8, Yosys 0.63+post, stock flow scripts
make -C /OpenROAD-flow-scripts/flow DESIGN_CONFIG=/design/flow/config.mk WORK_HOME=/design/flow/orfs finish
```
`flow/config.mk`:
```
export PLATFORM = sky130hd
export DESIGN_NAME = Bram
export DESIGN_NICKNAME = Bram
export VERILOG_FILES = /design/flow/design.v
export SDC_FILE = /design/flow/constraint.sdc
export NUM_CORES = 4
export LEC_CHECK = 1
export CORE_AREA = 10 10 70 70
export DIE_AREA = 0 0 80 80
```
==> design notes <==
The run finished with clean final reports. Share of layout cells above drive strength 1: 13.8%. Global routing used 1.85% of the available met2 tracks. Critical path's slowest cell: sky130_fd_sc_hd__clkdlybuf4s50_1.

Per the post-synthesis stats, the area per cell is 10.9 sq um. The tools report the clock network latency to the later pin of the worst-skew pair as 0.24 ns. With the area of the die at 6400 sq um, the via-per-instance ratio is 2.21.

Across all stage logs, warnings added up to 26. After clock tree synthesis, the flow added hold-fix buffers numbering 0. The setup skew after layout came out at 0.000169 ns.

The final power report lists total power as 0.000492 W. The run gives 1.36 ns for the time the worst path needs with I/O delays and setup. The run gives 80 microns for the floorplan die height.

For the number of antenna violations at the first check in global routing, the log shows 0. The standard cell core area is 3420 sq um. The buffer_ports step reported a buffer count of 3. The CTS log lists the clock sinks for this run as 5. Looking at the max-slew report, the worst-margin pin has a slew of 0.189 ns. The run gives 270 uV as the largest voltage drop on the vdd net. The total overflow left after global routing is 0.

The highest cell delay on the worst timing path is 0.45 ns. The report lists the number of cells resized after CTS as 0. The family with the most delay on the worst path is buffers and inverters. For the level count of the clock H-tree, the log shows 1. For the fmax, the log shows 735 MHz. For reference, the critical path cell chain is clkdlybuf4s50_1. After technology mapping, the gate count stands at 22. The run gives 0.440 ns as the worst setup margin.

The register bit total from synthesis was 5. The number of rows in the core area is 21. The filler cells instantiated in the layout total 399. The worst path buffer plus inverter count is 1.

The run gives 0 as the remaining antenna violation count. The critical path endpoint has a required time of 1.44 ns. According to the floorplan report, the die width is 80 microns. For the number of placed I/O pins, the log shows 4. The tools report the category of the worst setup path launch point as a flip-flop. The critical path in this run is classified as flip-flop to output port. The iteration-0 DRC count of the detailed router came out at 17.

Checking hold timing, the worst path is listed with class primary input to async pin. In the log, the iteration count for the first detailed-route pass is 2. The synthesized chip area reported by yosys was 240 sq um; the final RePlAce weighted congestion was 0.729.

For met1 alone, demand over resource in global routing was 1.54%. The post-detailed-routing wire length is 421 microns. The final route contains 166 vias. The maximum net fanout on the critical path is 1, and the post-synth design cell area is 240 sq um. Pins over their slew limit in the final report were tallied at 0. From the final report, the count of setup violators was given as 0. With the post-detailed-route wirelength per cell at 5.61 microns, the critical path arrival is 1.00 ns. The run gives 0 for the antenna diode count. The script parses the final routing iteration and logs DRC violations as 0. Post-placement cell count: 71.

After global routing, the most crowded layer is met3. The effective utilization at floorplan is 7.03%, and the total number of yosys warnings is 1. With the final tally of hold violations at 0, the via count of the first global-routing pass is 183. For the sum of negative setup slack, the log shows 0 ns.

The sequential area share after synthesis was 52.1%. According to the dpl log, the detail-placed design has an HPWL of 328 microns. With the wire length of the first global-routing pass at 765 microns, the power density relative to cell area is 1390 nW/um^2. The clock passes through at most 2 buffers. The clock root buffer master is sky130_fd_sc_hd__clkbuf_4. The area growth from synthesis to layout is 47.4%. On the worst setup and hold paths after CTS, the clock-pin slew comes to 0.04 ns.

The run gives 0.652 ns for the post-placement setup slack. The number of standard cells reported by yosys is 22. TritonCTS built the clock tree. The worst-case reg-to-reg setup slack stands at 0.66 ns. The number of buffers added by the clock tree synthesis step is 3. The run gives 8 as the maximum number of pins on one net before global-route repair. The run gives 2.61% for the fraction of met3 tracks used by global routing. The worst pin sits at a relative slew slack of 87.4%. The number of maximum-capacitance violations recorded for the run is 0. The gate-level netlist out of Yosys references 13 unique cell types.

After clock tree synthesis, the setup repair step added 0 buffers. Setup repair after global routing left no endpoint under its margin. The leakage power in the latest report is 0.144 nW. Once layout is complete, the cells apart from fillers number 75. Post-route period utilization is reported as 75.6%. The run gives 1.65% for the global-route usage over all layers. STA classifies the critical path endpoint as an output port.
## cells by family after synthesis
group / count (synthesis) / share of synthesized area (%)
AOI/OAI and AO/OA: 2 / 5.73
adders and majority gates: 2 / 10.4
and+or+nand+nor: 8 / 20.8
buffers and inverters: 4 / 6.25
muxes: 1 / 4.69
DFF: 5 / 52.1
## flip-flops by register name, summed over array words and instances, names as in the netlist
register,flops
bram_valid,1
ram_counter,4
## metrics by stage
stage                     cell area [sq um]  util, %  hold slack, ns
after detailed placement                328     9.60           0.549
after floorplan                         240        -           0.139
after CTS                               354     10.4           0.323
after global placement                  328     9.60           0.532
after global routing                    354     10.4           0.364
final                                   354     10.4           0.320
## cells in the mapped netlist (all sizes together)
master,instances,share of area [%]
dfrtp,5,52
inv,4,6.2
ha,2,10
nor2,2,3.1
and2,1,2.6
mux2,1,4.7
nand2,1,1.6
nand2b,1,2.6
nand4b,1,3.6
nand4bb,1,4.7
nor2b,1,2.6
o21ai,1,2.1
o221ai,1,3.6
## final cells by class
cell class | count | area, sq um | share of cell area (%)
repair buffers | 3 | 30.0 | 8.48
clock buffers | 4 | 26.3 | 7.42
flip-flops and latches | 5 | 125 | 35.3
well taps | 46 | 57.6 | 16.3
inverters | 4 | 15.0 | 4.24
multi-input cells | 13 | 100 | 28.3
## cell usage in the layout (no fill, tap or decap), drive strengths merged
cell,instances
nor2,2
o21ai,1
nand4b,1
nor2b,1
nand4bb,1
dfrtp,5
and2,1
inv,4
clkdlybuf4s50,3
mux2,1
nand2,1
clkbuf,4
o221ai,1
nand2b,1
ha,2
## path summary, 6_finish.rpt
kind | startpoint | to | depth (start not counted)
min in group clk0 | ram_counter[0] | ram_counter[0] | 1
max in group asynchronous | rst | bram_valid | 2
setup / recovery | bram_valid | bram_valid | 1
hold reg to reg | ram_counter[0] | ram_counter[0] | 1
setup reg to reg | ram_counter[0] | ram_counter[2] | 4
hold / removal | rst | ram_counter[3] | 2
## routing by layer
layer	routed length (microns)	share of wire, %
met5	0	0
met4	0	0
met3	109	26
met2	128	30
met1	183	43
## report_power, final
| part | switching, W | internal [W] | leakage, nW |
|---|---|---|---|
| logic | 0.0000596 | 0.0000885 | 0.0671 |
| registers | 0.0000541 | 0.000162 | 0.0623 |
| clock network | 0.0000438 | 0.0000837 | 0.0150 |
No activity file was given, so power comes from the tool's default toggle rates.
